[./run.sh]
#!/bin/bash
# OpenROAD 26Q1-2900-gdf79404cd8, Yosys 0.63+post, stock flow scripts
make -C /OpenROAD-flow-scripts/flow DESIGN_CONFIG=/design/flow/config.mk WORK_HOME=/design/flow/orfs finish
[./config.mk]
export PLATFORM = sky130hd
export DESIGN_NAME = mem_stage
export DESIGN_NICKNAME = mem_stage
export VERILOG_FILES = /design/flow/design.v
export SDC_FILE = /design/flow/constraint.sdc
export NUM_CORES = 4
export LEC_CHECK = 1
export CORE_UTILIZATION = 30
export SYNTH_MEMORY_MAX_BITS = 65536
[./constraint.sdc]
current_design mem_stage

set clk_period 40.4
set clk_io_pct 0.2

create_clock -name clk0 -period $clk_period [get_ports {clk}]

set non_clock_inputs [all_inputs -no_clocks]
set_input_delay [expr $clk_period * $clk_io_pct] -clock clk0 $non_clock_inputs
set_output_delay [expr $clk_period * $clk_io_pct] -clock clk0 [all_outputs]
[./design.v]
module data_mem (
    input clk,
    input rst,
    input mem_write,        
    input [1:0] store_type,  
    input [2:0] load_type,   
    input [11:0] addr,
    input [31:0] write_data,
    output reg [31:0] read_data
);
    (* ram_style = "block" *) reg [31:0] mem [0:255];
    wire [9:0] word_addr = addr[11:2];
    wire [1:0] byte_offset = addr[1:0];
    reg [31:0] read_data_word;
    reg [2:0] load_type_r;
    reg [1:0] byte_offset_r;
    always @(posedge clk) begin
        read_data_word <= mem[word_addr];
    end
    always @(posedge clk) begin
        load_type_r   <= load_type;
        byte_offset_r <= addr[1:0];  
    end
    always @(posedge clk) begin
        if (mem_write) begin
            case (store_type)
                2'b00: begin  
                    if (byte_offset == 2'b00) mem[word_addr][7:0]   <= write_data[7:0];
                    if (byte_offset == 2'b01) mem[word_addr][15:8]  <= write_data[7:0];
                    if (byte_offset == 2'b10) mem[word_addr][23:16] <= write_data[7:0];
                    if (byte_offset == 2'b11) mem[word_addr][31:24] <= write_data[7:0];
                end
                2'b01: begin  
                    if (byte_offset[1] == 1'b0) mem[word_addr][15:0]  <= write_data[15:0];
                    else                       mem[word_addr][31:16] <= write_data[15:0];
                end
                2'b10: begin  
                    mem[word_addr] <= write_data;
                end
            endcase
        end
    end
    always @(*) begin
        case (load_type_r)
            3'b000: begin  
                case (byte_offset_r)
                    2'b00: read_data = {{24{read_data_word[7]}},  read_data_word[7:0]};
                    2'b01: read_data = {{24{read_data_word[15]}}, read_data_word[15:8]};
                    2'b10: read_data = {{24{read_data_word[23]}}, read_data_word[23:16]};
                    2'b11: read_data = {{24{read_data_word[31]}}, read_data_word[31:24]};
                    default: read_data = 32'h00000000;
                endcase
            end
            3'b001: begin  
                if (byte_offset_r[1] == 1'b0) read_data = {{16{read_data_word[15]}}, read_data_word[15:0]};
                else                        read_data = {{16{read_data_word[31]}}, read_data_word[31:16]};
            end
            3'b010: begin  
                read_data = read_data_word;
            end
            3'b011: begin  
                case (byte_offset_r)
                    2'b00: read_data = {24'h0, read_data_word[7:0]};
                    2'b01: read_data = {24'h0, read_data_word[15:8]};
                    2'b10: read_data = {24'h0, read_data_word[23:16]};
                    2'b11: read_data = {24'h0, read_data_word[31:24]};
                    default: read_data = 32'h00000000;
                endcase
            end
            3'b100: begin  
                if (byte_offset_r[1] == 1'b0) read_data = {16'h0, read_data_word[15:0]};
                else                        read_data = {16'h0, read_data_word[31:16]};
            end
            default: read_data = read_data_word;
        endcase
    end
endmodule
module mem_stage(
    input clk,
    input rst,
    input [31:0] result,
    input [31:0] op2_data,
    input mem_write,
    input [1:0] store_type,
    input [2:0] load_type,
    output wire [31:0] read_data,
    output wire [31:0] calculated_result
);
    data_mem data_mem_inst (
        .clk(clk),
        .rst(rst),
        .mem_write(mem_write),
        .store_type(store_type),
        .load_type(load_type),
        .addr(result[11:0]),
        .write_data(op2_data),
        .read_data(read_data)
    );   
    assign calculated_result = result;
endmodule
==> flow_summary_export.csv <==
group,metric,value,unit
routing,drc,0,
routing,routed_wl,856,mm
cts,insertion_delay,1.20,ns
logic_synthesis,ys_cells,14430,
critical_path,slowest_stage,"clkdlybuf4s50_1",
placed_design,place_inst,28236,
critical_path,cp-end-kind,"output pin",
critical_path,crit_family,"buffers and inverters",
logic_synthesis,yosys_warnings,1,
routing,vias,150640,
floorplanning,die_height,1.03,mm
timing,finalCriticalPeriod,17.89,ns
run,warnings,27,
timing,relSlewSlack,0.191,
floorplanning,die_x,1.03,mm
routing,drt_iter0_drc,10249,
floorplanning,core_area,1.04,mm²
cts,cts_setup_buffers,0,
critical_path,cpPeakStageDelay,0.94,ns
timing,fin_crit_sh,0.443,
run,maxCapViolCount,0,
floorplanning,ios,136,
global_routing,grt_use_total,0.173,
logic_synthesis,synth_area_per_cell,21.8,µm²
logic_synthesis,yosysUniqueCellTypes,33,
global_routing,grt_first_pass_wirelength,1210,mm
cts,clk_pin_slew,0.06,ns
power_and_ir_drop,leakagePower,109,nW
status,run_status,"finished clean",
placed_design,hpwlAfterDp,553,mm
critical_path,crit_path_start_kind,"input pin",
min_path,hp-start,"data_mem_inst.mem[251][16]$_DFFE_PP_",
critical_path,r2r-start,"data_mem_inst.mem[224][18]$_DFFE_PP_",
timing,grt_setup_unrepaired,"false",
cts,cts_tree,"built",
cts,cts_root_buf,"clkbuf_16",
critical_path,arrival,9.81,ns
cts,clockBufferDepth,4,
floorplanning,chip_area,1.05,mm²
critical_path,crit_required,32.32,ns
timing,drv_slew,0,
cells_and_area,fillCellCount,94864,
critical_path,setup.worst_path.class,"input pin to output pin",
timing,tightestPinTransition,1.20,ns
timing,hold_viol_final,0,
power_and_ir_drop,powerDensity,48.7,mW/mm²
critical_path,ff2ff_path_depth,5,
logic_synthesis,yosysChipArea,0.315,mm²
timing,fmax,55.9,MHz
critical_path,cpMostUsedCell,"clkdlybuf4s50_1",
cells_and_area,layout-drive-gt1-share,0.252,
logic_synthesis,synth_flop_count,8229,
cts,cts_buffers,799,
min_path,worstHoldPathCells,5,
timing,fin_skew,0.164,ns
cts,h-tree-depth,6,
cts,post_cts_resized,0,
min_path,hold_end,"data_mem_inst.read_data_word[16]$_DFF_P_",
routing,wire_per_inst,28.8,µm
critical_path,reg2reg_to,"data_mem_inst.read_data_word[18]$_DFF_P_",
logic_synthesis,synthesis.area,0.315,mm²
floorplanning,rows,375,
critical_path,cp_cell_sequence,"clkdlybuf4s50_1 > buf_4 > clkdlybuf4s50_1",
critical_path,r2r_slack,37.49,ns
placed_design,io_buffers,90,
global_routing,grt_max_degree,100,
critical_path,critPathBufInv,3,
floorplanning,initCoreUtil,0.302,
global_routing,grt-ovfl-total,0,
cts,postCtsHoldBufs,0,
min_path,hold_class,"flip-flop to flip-flop",
cts,cts.sinks,8229,
cells_and_area,final_cells,29756,
cells_and_area,syn_to_final_growth,14.7,%
routing,ant_nets,0,
global_routing,grt_pass1_vias,166524,
placed_design,gp_congestion,0.912,
global_routing,antenna_found_initial,38,
logic_synthesis,ys_seq_share,0.784,
routing,viasPerCell,5.06,
timing,setup_viol,0,
routing,drt_first_pass_iters,5,
logic_synthesis,syn_inst,14430,
critical_path,crit_fanout,9,
power_and_ir_drop,ir_drop,55.2,µV
timing,tns,0,ns
[layout make-up]
class | instances | area, µm² | area share
antenna | 57 | 143 | 0.000395
clock buffer | 1026 | 21100 | 0.0584
clock inverter | 437 | 4010 | 0.0111
inverter | 2 | 7.51 | 0.0000208
multi-input combinational | 5252 | 65100 | 0.180
sequential | 8229 | 247000 | 0.683
tap | 13949 | 17500 | 0.0483
timing repair buffer | 804 | 6490 | 0.0180
[per-layer routing]
| metal | up-vias | routed length [µm] | GRT usage |
|---|---|---|---|
| met1 | 77275 | 256000 | 0.175 |
| met2 | 9312 | 387000 | 0.249 |
| met4 | 96 | 44300 | 0.0710 |
| met3 | 1543 | 164000 | 0.153 |
| met5 | - | 4290 | 0.0312 |
| li1 | 62414 | - | - |
[how the worst max path moves through the flow]
stage,startpoint,to,slack (ns),depth (start not counted)
after CTS,result[4],calculated_result[4],22.51,3
after global routing,result[4],calculated_result[4],22.43,3
final,result[4],calculated_result[4],22.51,3
[layout by cell type (no fill, tap or decap), types with 8 or more instances in the layout]
master / n
a21oi_1: 521
a21oi_4: 8
a22oi_1: 1024
buf_12: 13
buf_4: 701
buf_8: 8
bufinv_16: 44
clkbuf_1: 210
clkbuf_16: 806
clkbuf_8: 10
clkdlybuf4s50_1: 78
clkinv_1: 209
clkinv_16: 24
clkinv_2: 108
clkinv_8: 10
clkinvlp_4: 20
dfxtp_1: 37
diode_2: 57
edfxtp_1: 8192
inv_16: 12
inv_6: 10
mux2_8: 16
mux2i_1: 10
mux4_2: 2049
nand2_1: 297
nand2b_1: 9
nand4_1: 32
nor2_1: 1076
nor2_4: 14
nor2b_1: 10
nor3_2: 8
o22a_1: 8
o41ai_1: 41
o41ai_2: 83
[stage by stage]
stage               instance area (µm²)  hold slack [ns]   util  power (mW)  worst slack (ns)
floorplan                        315000            0.819      -        10.2             23.22
detailed placement               336000            0.925  0.322        10.6             22.53
CTS                              361000            0.938  0.346        17.7             22.51
global placement                 336000            0.936  0.322        10.6             22.52
global route                     361000            0.989  0.346        18.1             22.43
finish                           361000            0.939  0.346        17.6             22.51
[cell usage after synthesis (all sizes together)]
master / instances / area (µm²)
o21a: 1 / 7.51
edfxtp: 8192 / 246000
buf: 408 / 2210
clkbuf: 539 / 2020
mux2i: 10 / 100
a21oi: 529 / 2650
a21boi: 2 / 15.0
nor3: 9 / 45.0
and2: 3 / 18.8
nor2b: 14 / 87.6
o21ai: 9 / 45.0
or3: 1 / 6.26
a22oi: 1024 / 7690
o41ai: 128 / 1120
nand4: 32 / 200
inv: 2 / 7.51
nand3: 2 / 10.0
mux4: 2049 / 46100
or2: 2 / 12.5
nand4b: 1 / 8.76
nand2: 299 / 1120
nand2b: 11 / 68.8
xor2: 1 / 8.76
o22ai: 7 / 43.8
nor2: 1090 / 4090
mux2: 18 / 203
o22a: 8 / 70.1
a32oi: 2 / 17.5
dfxtp: 37 / 741
[where the power goes]
group	switching [mW]	internal, mW
Combinational	0.641	0.286
Sequential	0.00859	9.46
Clock	3.20	3.98
[state kept, by name, summed over array words and instances, names as in the netlist]
name                          cells
data_mem_inst.read_data_word     32
data_mem_inst.mem              8192
data_mem_inst.load_type_r         3
data_mem_inst.byte_offset_r       2
[logic make-up after synthesis]
family,Yosys count,share of synthesized area
buffers and inverters,949,0.0135
DFF,8229,0.784
and+or+nand+nor,1464,0.0180
muxes,2077,0.148
AOI/OAI and AO/OA,1710,0.0370
xor gates and xnor gates,1,0.0000278
[tightest hold or removal path, delay by kind of cell (launching register included)]
kind | cells | cell delay [ns]
flip-flops | 1 | 0.32
AND-OR/OR-AND | 3 | 0.30
multiplexers | 1 | 0.23
AND/OR/NAND/NOR | 1 | 0.08
Power figures rest on the tool's default switching activity, not on a simulated workload.
