===== /design/flow/design.v =====
module btb(
    input clk,
    input rst,
    input [31:0] pc,
    input [31:0] update_pc,
    input update,
    input [31:0] update_target,
    input mispredicted,
    output [31:0] target_pc,
    output valid,
    output predictedTaken
);
    wire [2:0] read_index;
    wire [26:0] read_tag;
    wire [127:0] read_set;
    wire [2:0] update_index;
    wire [26:0] update_tag;
    wire [127:0] update_set;  
    wire [127:0] write_set;
    wire [7:0] LRU, next_LRU;
    wire next_LRU_read;
    wire next_LRU_write;
    reg reg_file_write;
    reg [127:0] reg_write_set;
    reg [2:0] reg_write_index;
    always @(posedge clk or posedge rst) begin
        if (rst) begin
            reg_file_write <= 0;
            reg_write_set <= 0;
            reg_write_index <= 0;
        end else begin
            reg_file_write <= update;   
            reg_write_set <= write_set;
            reg_write_index <= update_index;
        end
    end
    assign read_index = pc[4:2];
    assign read_tag = pc[31:5];
    assign update_index = update_pc[4:2];
    assign update_tag = update_pc[31:5];
    lru_reg lru_reg_inst(
        .clk(clk),
        .rst(rst),
        .LRU_updated(next_LRU),
        .LRU(LRU)
    );
    btb_file btb_file_inst(
        .clk(clk),
        .read_index(read_index),
        .update_index(update_index),
        .write_index(reg_write_index),
        .write_set(reg_write_set),
        .write_en(reg_file_write),
        .read_set(read_set),
        .update_set(update_set)
    );
    btb_read btb_read_inst(
        .read_set(read_set),
        .LRU(LRU),
        .read_tag(read_tag),
        .read_index(read_index),
        .next_LRU_read(next_LRU_read),
        .valid(valid),
        .predictedTaken(predictedTaken),
        .target(target_pc)
    );
    btb_write btb_write_inst(
        .update_set(update_set),
        .LRU(LRU),
        .update_tag(update_tag),
        .update_index(update_index),
        .update_target(update_target),
        .mispredicted(mispredicted),
        .write_set(write_set),
        .next_LRU_write(next_LRU_write)
    );
    lru_next lru_next_inst(
        .index(read_index),
        .update_index(update_index),
        .update_lru_read(next_LRU_read),
        .update_lru_write(next_LRU_write),
        .valid(valid),
        .update(update),
        .LRU(LRU),
        .next_LRU(next_LRU)
    );
endmodule
module btb_file (
    input clk,
    input reset,                    
    input [2:0] read_index,
    input [2:0] update_index,
    input [2:0] write_index,
    input [127:0] write_set,
    input write_en,
    output [127:0] read_set,
    output [127:0] update_set
);
    reg [127:0] file [7:0];
    integer i;
    always @(posedge clk or posedge reset) begin
        if (reset) begin
            for (i = 0; i < 8; i = i + 1)
                file[i] <= 128'h0;
        end 
        else if (write_en) begin
            file[write_index] <= write_set;
        end
    end
    assign update_set = file[update_index];
    assign read_set =(write_en && (read_index == write_index)) ?write_set : file[read_index];
endmodule
module btb_read(
    input [127:0] read_set,
    input [7:0] LRU,
    input [26:0] read_tag,
    input [2:0] read_index,
    output next_LRU_read,
    output valid,
    output predictedTaken,
    output [31:0] target
);
    wire current_LRU_read;
    wire [63:0] branch1, branch2;
    wire valid1, valid2;
    wire [26:0] tag1, tag2;
    wire [31:0] target1, target2;
    wire [1:0] state1, state2;
    wire check_branch1, check_branch2;
    wire [1:0] current_state;
    assign branch1 = read_set[127:64];
    assign branch2 = read_set[63:0];
    assign valid1 = branch1[63];
    assign valid2 = branch2[63];
    assign tag1 = branch1[62:36];
    assign tag2 = branch2[62:36];
    assign target1 = branch1[35:4];
    assign target2 = branch2[35:4];
    assign state1 = branch1[3:2];
    assign state2 = branch2[3:2];
    assign check_branch1 = valid1 && (read_tag == tag1);
    assign check_branch2 = valid2 && (read_tag == tag2);
    assign valid = check_branch1 || check_branch2;
    assign target = check_branch1 ? target1 : target2;
    assign current_state = check_branch1 ? state1 : (
                           check_branch2 ? state2 : 2'b00);
    assign predictedTaken = current_state[1];
    assign current_LRU_read = LRU[read_index];
    assign next_LRU_read = valid ? check_branch2 : current_LRU_read;
endmodule
module btb_write(
    input [127:0] update_set,
    input [7:0] LRU,
    input [26:0] update_tag,
    input [2:0] update_index,
    input [31:0] update_target,
    input mispredicted,
    output [127:0] write_set,
    output next_LRU_write
);
    wire current_LRU_write;
    wire [63:0] branch1, branch2;
    wire valid1, valid2;
    wire [26:0] tag1, tag2;
    wire [31:0] target1, target2;
    wire [1:0] state1, state2;
    wire write_valid1, write_valid2;
    wire [26:0] write_tag1, write_tag2;
    wire [31:0] write_target1, write_target2;
    wire check_branch1, check_branch2;
    wire entry_exists;
    wire insert_branch1, insert_branch2;
    wire take_branch1, take_branch2;
    wire [1:0] current_state_branch1, current_state_branch2;
    wire [1:0] next_state_branch1, next_state_branch2;
    wire [1:0] write_state1, write_state2;
    assign branch1 = update_set[127:64];
    assign branch2 = update_set[63:0];
    assign valid1 = branch1[63];
    assign valid2 = branch2[63];
    assign tag1 = branch1[62:36];
    assign tag2 = branch2[62:36];
    assign target1 = branch1[35:4];
    assign target2 = branch2[35:4];
    assign state1 = branch1[3:2];
    assign state2 = branch2[3:2];
    assign check_branch1 = valid1 && (update_tag == tag1);    
    assign check_branch2 = valid2 && (update_tag == tag2);
    assign entry_exists = check_branch1 || check_branch2;
    assign current_LRU_write = LRU[update_index];
    assign insert_branch1 = entry_exists ? check_branch1 : current_LRU_write;
    assign insert_branch2 = entry_exists ? check_branch2 : !current_LRU_write;
    assign write_valid1 = valid1 || insert_branch1;
    assign write_valid2 = valid2 || insert_branch2;
    assign write_tag1 = insert_branch1 ? update_tag : tag1;
    assign write_tag2 = insert_branch2 ? update_tag : tag2;
    assign write_target1 = insert_branch1 ? update_target : target1;
    assign write_target2 = insert_branch2 ? update_target : target2;
    assign current_state_branch1 =  entry_exists ? state1 : 2'b00;
    assign current_state_branch2 =  entry_exists ? state2 : 2'b00;
    dynamic_branch_predictor fsm_branch1(
        .current_state(current_state_branch1),
        .mispredicted(mispredicted),
        .next_state(next_state_branch1)
    );
    dynamic_branch_predictor fsm_branch2(
        .current_state(current_state_branch2),
        .mispredicted(mispredicted),
        .next_state(next_state_branch2)
    );
    assign write_state1 = insert_branch1 ? next_state_branch1 : state1;
    assign write_state2 = insert_branch2 ? next_state_branch2 : state2;
    assign write_set = { write_valid1, write_tag1, write_target1, write_state1, 2'b00,
                         write_valid2, write_tag2, write_target2, write_state2, 2'b00};
    assign next_LRU_write = entry_exists ? current_LRU_write : insert_branch2;
endmodule
module dynamic_branch_predictor(
    input [1:0] current_state,
    input mispredicted,
    output reg [1:0] next_state
);
    always @(*) begin
        case (current_state)
            2'b00: next_state = mispredicted ? 2'b01  : 2'b00;
            2'b01:   next_state = mispredicted ? 2'b10    : 2'b00;
            2'b10:     next_state = mispredicted ? 2'b11      : 2'b10;
            2'b11:       next_state = mispredicted ? 2'b00: 2'b10;
            default:           next_state = current_state;
        endcase
    end
endmodule
module lru_next(
    input [2:0] index,
    input [2:0] update_index,
    input update_lru_read,
    input update_lru_write,
    input valid,
    input update,
    input [7:0] LRU,
    output reg [7:0] next_LRU
);
    reg [7:0] read_mask;
    reg [7:0] write_mask;
    reg [7:0] update_mask;
    reg [7:0] update_bits;
    always @* begin
        read_mask   = (8'b00000001 << index);
        write_mask  = (8'b00000001 << update_index);
        update_mask = read_mask | write_mask;
        update_bits = (update_lru_read  && valid  ? read_mask  : 8'b00000000)
                    | (update_lru_write && update ? write_mask : 8'b00000000);
        next_LRU = (LRU & ~update_mask) | update_bits;
    end
endmodule
module lru_reg(
    input clk,
    input rst,
    input [7:0] LRU_updated,
    output reg [7:0] LRU
);
    always @(posedge clk or posedge rst) begin
        if (rst) begin
            LRU <= 8'h00;  
        end else begin
            LRU <= LRU_updated;
        end
    end
endmodule

===== /design/flow/run.sh =====
#!/bin/bash
# OpenROAD 26Q1-2900-gdf79404cd8, Yosys 0.63+post, stock flow scripts
make -C /OpenROAD-flow-scripts/flow DESIGN_CONFIG=/design/flow/config.mk WORK_HOME=/design/flow/orfs finish

===== /design/flow/config.mk =====
export PLATFORM = sky130hd
export DESIGN_NAME = btb
export DESIGN_NICKNAME = btb
export VERILOG_FILES = /design/flow/design.v
export SDC_FILE = /design/flow/constraint.sdc
export NUM_CORES = 4
export LEC_CHECK = 1
export CORE_UTILIZATION = 40

===== /design/flow/constraint.sdc =====
current_design btb

set clk_period 9.9
set clk_io_pct 0.2

create_clock -name clk0 -period $clk_period [get_ports {clk}]

set non_clock_inputs [all_inputs -no_clocks]
set_input_delay [expr $clk_period * $clk_io_pct] -clock clk0 $non_clock_inputs
set_output_delay [expr $clk_period * $clk_io_pct] -clock clk0 [all_outputs]

==> CHANGELOG.md <==
## Implementation

* H-tree levels at 4
* Core box area at 14700 um2
* Dominant logic cell type in the layout: dfrtp_1
* CP Data Required Time at 7.92 ns
* Flop area at 3300 um2
* Fin. max-slew vios at 0
* Initial antenna violation count at 1
* Worst slew pin tran at 0.673 ns
* Worst min path class: flop to flop
* RSZ-0062 raised after global routing: no
* Most numerous logic cells after layout: dfrtp_1 (132), clkdlybuf4s50_1 (127), nor2b_1 (61)
* Root Driver: clkbuf_16
* Remaining antenna violation count after routing at 0
* Synth Warn # at 7
* Total track usage at 17.7%
* Outcome: complete, no violations
* Die Wd at 125 um
* Via Count at 4281
* First-pass GRT wire length at 21.1 mm
* IO Port Bufs at 127
* TNS Setup at 0 ns
* Hpwl dp at 8.58 mm
* Share of cells above drive strength 1 at 6.82%
* Crit path launch type: primary input
* Grt ovf at 0
* Worst-path maximum fanout at 54
* Comb area at 2470 um2
* Placed cell count at 857
* Worst Hold Launch: lru_reg_inst.LRU[5]$_DFF_PP0_
* FILL cells at 1210
* # setup viols final at 0
* Final std cells w/o fill at 888
* Log Warnings at 30
* Seq share, synth at 54.2%
* DR iter-0 viols at 224
* # Cells Yosys at 571
* Leakage power at 3.59 nW
* Post-synth EDFFs at 0
* Max Clk Rate at 135 MHz
* Sink Count at 132
* Final min period at 7.41 ns
* Maxcap violations at 0
* Critical Path AT at 5.43 ns
* First-pass detailed-route iteration total at 23
* Largest net degree at the start of global routing at 67
* Cts bufs inserted at 17
* Syn_area_per_cell at 10.7 um2
* WL per Instance at 14.4 um
* Cell Type Count at 45
* Clock Latency Late Sink at 0.40 ns
* Fraction of registers with async set/reset at 100%
* Core Util at FP at 41.5%
* CP Launch Point: pc[2]
* Row cnt at 44
* Worst-path clk slew at 0.05 ns
* Worst Skew at 0.00422 ns
* Worst setup EP type: primary output
* Area Growth Syn to Fin at 32.6%
* Die span in y at 125 um
* Relative slew slack at 55.1%
* RR Startpoint: reg_write_index[0]$_DFF_PP0_
* Synth area leaders: dfrtp_1 (54%), nor2b_1 (6.3%), and2_1 (6.1%)
* Flops after synth at 132
* Via density at 4.82
* Post-CTS Setup Inserts at 0
* Ant. Diodes at 0
* WL final at 12.8 mm
* DRC Markers at 0
* Chip area estimate from yosys synthesis at 6100 um2
* Post-synth top area share at 54.2%
* Maximum VDD drop at 0.127 mV
* Hold Buf Count CTS at 0
* CTS tree: yes
* Cycle use final at 74.9%
* Register-to-register setup slack at 7.26 ns
* Post-Synthesis Cells at 571
* Die ar. at 15700 um2
* Vias in the first global route at 4240
* WS Path Type: primary input to primary output
* Post-synth top flop: dfrtp_1
* Top cell type by total area after synthesis: dfrtp_1
* Gpl congestion at 0.851
* Clock Tree Buf Depth at 2
* Synthesized cell area at 6100 um2
* I/O pin count at 134
* Post-CTS Resized at 0
* PD cells at 180 nW/um2
* Final hold violations at 0
routing by layer:
layer  GRT usage [%]  vias up  wire length [um]
met1            25.9     2012              5580
li1                -     2121                 -
met2            26.9      137              5820
met3            7.06        9              1310
met5               0        -                13
met4            1.58        2                87
state kept, by name, indices dropped and copies added (netlist names):
register	flops
reg_write_set	120
lru_reg_inst.LRU	8
reg_write_index	3
reg_file_write	1
report_power, final:
part / switching, mW / internal [mW]
combinational: 0.0952 / 0.0998
sequential: 0.0237 / 0.600
clock: 0.215 / 0.419
final timing paths:
path,endpoint,depth (start not counted)
min in group asynchronous,reg_write_set[34]$_DFF_PP0_,2
setup / recovery,target_pc[11],9
hold / removal,lru_reg_inst.LRU[5]$_DFF_PP0_,2
setup reg to reg,lru_reg_inst.LRU[3]$_DFF_PP0_,6
max in group asynchronous,reg_write_set[104]$_DFF_PP0_,3
hold reg to reg,lru_reg_inst.LRU[5]$_DFF_PP0_,2
final cells by class:
type / count / share of cell area, %
Sequential cell: 132 / 40.9
Clock inverter: 10 / 1.59
Timing Repair Buffer: 132 / 16.2
Inverter: 43 / 2.03
Tap cell: 184 / 2.85
Multi-Input combinational cell: 366 / 30.5
Clock buffer: 21 / 5.94
cell usage after synthesis, types with 7 or more instances:
cell and n:
mux2i_1 33, inv_1 43, and2_1 59, a21oi_1 10, nor2b_1 61, clkbuf_1 19
o21ai_0 12, nor2_1 20, nor3_1 8, dfrtp_1 132, xnor2_1 13, nand2_1 43
xor2_1 21, o31ai_1 8, nor4_1 10, buf_6 7
critical path, cell delays in order:
cell and delay [ns]:
clkdlybuf4s50_1 0.70, xnor2_2 0.17, and4_4 0.71, a21boi_0 0.25, nor4_1 0.36, nand4_2 0.14, buf_4 0.34, mux2i_1 0.23
clkdlybuf4s50_1 0.52
kinds of logic (layout without fill, tap and decap cells):
family | after synthesis | in the layout | synth area share [%]
mux | 35 | 35 | 6.15
compound gates | 58 | 58 | 6.42
buf+inv | 73 | 206 | 5.56
xor+xnor | 37 | 37 | 5.68
simple gates | 235 | 235 | 22.0
other cells | 1 | 1 | 0.0615
flops | 132 | 132 | 54.2
per-stage QoR:
stage	util (%)	total power, mW	setup slack, ns	cell area, um2	hold WS [ns]
final	55.0	1.45	2.49	8090	0.537
after global routing	55.0	1.53	2.26	8090	0.571
after CTS	55.0	1.47	2.41	8090	0.540
after detailed placement	50.9	0.830	2.44	7480	0.525
after global placement	50.9	0.825	2.45	7480	0.515
after floorplan	-	0.751	4.34	6100	0.484
Power and IR drop assume default switching activity.
