==> flow/design.v <==
module control_unit (
    input [6:0] opcode,
    input [2:0] func3,
    input [6:0] func7,
    output ex_alu_src,
    output mem_write,
    output reg [2:0] mem_load_type,
    output reg [1:0] mem_store_type,
    output wb_load,
    output wb_reg_file,
);
    wire r_type_inst;
    wire i_type_inst;
    wire wb_inst;
    wire u_type_inst;
    wire b_type_inst;
    wire j_type_inst;
    wire aupic_inst;
    wire jalr_inst;
    assign wb_inst = (opcode == 7'b0110011);
    assign r_type_inst = (wb_inst && (func7 == 7'b0000000 || func7 == 7'b0100000));
    assign i_type_inst = (opcode == 7'b0010011);
    assign mem_write = (opcode == 7'b0100011);
    assign wb_load = (opcode == 7'b0000011);
    assign u_type_inst = (opcode == 7'b0110111);
    assign b_type_inst = (opcode == 7'b1100011);
    assign j_type_inst = (opcode == 7'b1101111);
    assign aupic_inst = ( opcode == 7'b0010111);
    assign jalr_inst = (opcode == 7'b1100111);
    assign ex_alu_src  = i_type_inst || wb_load || mem_write ||
                          u_type_inst ||aupic_inst || jalr_inst;
    assign wb_reg_file  = wb_inst || i_type_inst || wb_load ||
                          u_type_inst ||aupic_inst || jalr_inst || j_type_inst;
    assign invalid_inst = !(r_type_inst || ex_alu_src ||
                            b_type_inst || j_type_inst);
    always @(*) begin
        mem_store_type = 2'b11;  
        if (mem_write) begin
            case (func3)
                3'b000: mem_store_type = 2'b00;
                3'b001: mem_store_type = 2'b01;
                3'b010: mem_store_type = 2'b10;
                default:mem_store_type = 2'b11;  
            endcase
        end
    end
    always @(*) begin
        mem_load_type = 3'b111;  
        if (wb_load) begin
            case (func3)
                3'b000: mem_load_type = 3'b000;
                3'b001: mem_load_type = 3'b001;
                3'b010: mem_load_type = 3'b010;
                3'b100: mem_load_type = 3'b011;
                3'b101: mem_load_type = 3'b100;
                default:mem_load_type = 3'b111;  
            endcase
        end
    end
endmodule
module decode_stage(
    input clk,
    input rst,
    input id_flush,
    input [31:0] instruction_in,
    input reg_file_wr_en,
    input [4:0] reg_file_wr_addr,
    input [31:0] reg_file_wr_data,
    output wire [31:0] op1,
    output wire [31:0] op2,
    output wire [4:0] rs1,
    output wire [4:0] rs2,
    output wire [4:0] rd,
    output reg [31:0] immediate,
    output wire [6:0] opcode,
    output wire alu_src,
    output wire invalid_inst,
    output wire m_type_inst,
    output wire [6:0] func7,
    output wire [2:0] func3,
    output wire mem_write,
    output wire [2:0] mem_load_type,
    output wire[1:0] mem_store_type,
    output wire wb_load,
    output wire wb_reg_file
);
    wire [31:0] instruction;
    assign instruction = id_flush ? 32'h00000013 : instruction_in;
    assign opcode = instruction[6:0];
    assign rd = instruction[11:7];
    assign rs1 = instruction[19:15];
    assign rs2 = instruction[24:20];
    assign func7 = instruction[31:25];
    assign func3 = instruction[14:12];
    always @(*) begin
        case (opcode)
            7'b0100011: 
                immediate = {{20{instruction[31]}},instruction[31:25],instruction[11:7]}; 
            7'b1101111: 
                immediate = {{11{instruction[31]}},instruction[31],instruction[19:12],instruction[20],instruction[30:21],1'b0};
            7'b1100011: 
                immediate = {{19{instruction[31]}},instruction[31],instruction[7],instruction[30:25],instruction[11:8],1'b0};
            7'b0110111: 
                immediate = {instruction[31:12],12'h000};
            7'b0010111: 
                immediate = {instruction[31:12],12'h000};
            default:       
                immediate = {{20{instruction[31]}},instruction[31:20]};
        endcase
    end
    control_unit decode_controller_inst (
        .opcode(opcode),
        .func3(func3),
        .func7(func7),
        .ex_alu_src(alu_src),
        .mem_write(mem_write),
        .mem_load_type(mem_load_type),
        .mem_store_type(mem_store_type),
        .wb_load(wb_load),
        .wb_reg_file(wb_reg_file),
    );
    register_file register_file_inst (
        .clk(clk),
        .wr_en(reg_file_wr_en),
        .wr_addr(reg_file_wr_addr),
        .wr_data(reg_file_wr_data),
        .rs1_addr(rs1),
        .rs2_addr(rs2),
        .op1(op1),
        .op2(op2)
    );
endmodule
module register_file (
    input clk,
    input wr_en,
    input [4:0] wr_addr,
    input [31:0] wr_data,
    input [4:0] rs1_addr,
    input [4:0] rs2_addr,
    output wire [31:0] op1,
    output wire [31:0] op2
);
    reg [31:0] reg_file [31:0];
    wire [31:0] op1_forwarded;
    wire [31:0] op2_forwarded;
    assign op1_forwarded = ((rs1_addr == wr_addr) && wr_en) ? wr_data : reg_file[rs1_addr];
    assign op2_forwarded = ((rs2_addr == wr_addr) && wr_en) ? wr_data : reg_file[rs2_addr];
    assign op1 = (rs1_addr == 0) ? 32'b0 : op1_forwarded;
    assign op2 = (rs2_addr == 0) ? 32'b0 : op2_forwarded;
    always @(posedge clk) begin
        if (wr_en && wr_addr != 0)
            reg_file[wr_addr] <= wr_data;
    end
endmodule
==> flow/run.sh <==
#!/bin/bash
# OpenROAD 26Q1-2900-gdf79404cd8, Yosys 0.63+post, stock flow scripts
make -C /OpenROAD-flow-scripts/flow DESIGN_CONFIG=/design/flow/config.mk WORK_HOME=/design/flow/orfs finish
==> flow/config.mk <==
export PLATFORM = sky130hd
export DESIGN_NAME = decode_stage
export DESIGN_NICKNAME = decode_stage
export VERILOG_FILES = /design/flow/design.v
export SDC_FILE = /design/flow/constraint.sdc
export NUM_CORES = 4
export LEC_CHECK = 1
export CORE_UTILIZATION = 30
==> flow/constraint.sdc <==
current_design decode_stage

set clk_period 36.0
set clk_io_pct 0.2

create_clock -name clk0 -period $clk_period [get_ports {clk}]

set non_clock_inputs [all_inputs -no_clocks]
set_input_delay [expr $clk_period * $clk_io_pct] -clock clk0 $non_clock_inputs
set_output_delay [expr $clk_period * $clk_io_pct] -clock clk0 [all_outputs]
==> flow_metrics.tcl <==
# place-and-route summary
set metrics [dict create \
    status "finished, final reports clean" \
    firstDrtPassIters 9 \
    hold_viol 0 \
    min_from "reg_file_wr_data[9]" \
    avgViaCountPerCell 5.78 \
    slew_headroom_pct 34.1 \
    synth_seq_share_pct 60.6 \
    drt-total-wl_mm 183 \
    whs_endpoint "register_file_inst.reg_file[23][9]" \
    tightestPinTransition_ns 0.986 \
    rows 150 \
    coreArea_um2 167000 \
    worstPathMaxFanout 64 \
    wl_met3_mm 33.2 \
    antenna_found_initial 11 \
    grt_pass1_wl_mm 257 \
    largest_reg_flops 1024 \
    mi_logic_area_um2 18500 \
    synth_cells 3687 \
    numSynthFlops 1024 \
    reg.largest.list "register_file_inst.reg_file (1024)" \
    largest_area_cell "edfxtp_1" \
    routedWlPerCell_um 29.8 \
    numCtsBuffers 106 \
    post_cts.repair.setup_buffers 0 \
    worstPathRequired_ns 28.80 \
    cp.arrival_ns 12.18 \
    setup-violations-final 0 \
    grt_max_degree 65 \
    track_usage_pct 22.5 \
    wirelength_met1_mm 60.6 \
    ys_area_um2 50700 \
    die_h_um 413 \
    critPathCaptureType "primary output" \
    post-route-period-util_pct 53.8 \
    clk_path_buf_depth 3 \
    fillCellCount 15800 \
    core_util_floorplan_pct 30.3 \
    cts_root_buf "clkbuf_16" \
    worstSetupStartpointType "input port" \
    cts.clk_slew.worst_paths_ns 0.06 \
    ios 212 \
    first_global_vias 36500 \
    regMostFlops "register_file_inst.reg_file" \
    avgSynthCellArea_um2 13.8 \
    final_area_um2 59000 \
    synth_top_area_share_pct 60.6 \
    synth_area_um2 50700 \
    drv_slew 0 \
    drive_gt1_share_pct 16.7 \
    critPathKind "in2out" \
    post-dp-hpwl_mm 106 \
    drtIter0Drc 2821 \
    synthArstFlopShare_pct 0 \
    finalSetupTns_ns 0 \
    fin_crit_ns 19.38 \
    min_path_type "in2reg" \
    peakVddDrop_mv 0.0382 \
    top_cells_by_area "edfxtp_1 61%, mux4_2 7.3%, mux2i_1 6.1%, nand2_1 2.2%, mux2_2 2.2%" \
    syn_to_final_growth_pct 16.4 \
    yosys_cells 3687 \
    wl_met2_mm 81.8 \
    holdPathStages 2 \
    top_layer "met5" \
    p_leak_nw 19.5 \
    io_buffers 208 \
    mostFrequentLayoutCell "edfxtp_1" \
    die-area_um2 171000 \
    yosysWarningCount 6 \
    flop_area_um2 30700 \
    ant_nets 0 \
    ys_types 72 \
    rsz0062_at_grt "false" \
    grt-ovfl-total 0 \
    post_cts_resized 0 \
    cts_hold_buf 0 \
    cts_tree "built" \
    fmax_mhz 51.6 \
    gp_congestion 0.901 \
    ys.flop_type "edfxtp_1" \
    warning_count 27 \
    chipWidth_um 413 \
    cp_cell_sequence "buf_8, nand2b_4, inv_4, buf_4, buf_4, mux4_2, a21oi_1, a221oi_1, nor4_1, a21oi_1, clkdlybuf4s50_1" \
    cts_sinks 1024 \
    cap_violations 0 \
    h-tree-depth 3 \
    crit_path_top_delay_cell "buf_4" \
    drc_errors 0 \
    lay_top_cells "1,024 x edfxtp_1, 309 x mux2i_1, 297 x nand2_1, 202 x clkdlybuf4s50_1, 165 x mux4_2" \
    edf_count 1024 \
    cpPeakStageDelay_ns 0.69 \
    placed_area_um2 55600 \
    vias 35500 \
    power_density_nw_per_um2 46.3 \
]
cells by family (layout without fill, tap and decap cells):
logic type	after synthesis	in the layout	share of synthesized area [%]
flip-flops	1024	1024	60.6
AND-OR/OR-AND	976	976	13.6
buffers and inverters	417	638	3.81
other	1	36	0.00740
AND/OR/NAND/NOR	689	689	6.13
multiplexers	574	574	15.7
XOR/XNOR	6	6	0.104
metrics by stage:
stage,hold slack [ns],setup WS (ns),cells,power (mW),util [%]
after floorplan,7.30,20.00,3720,1.52,-
after global placement,8.05,16.63,5948,1.65,33.2
after detailed placement,8.04,16.65,5948,1.65,33.2
after CTS,7.27,16.65,6145,2.74,35.3
after global routing,7.31,16.47,6145,2.80,35.3
final,7.31,16.62,6147,2.73,35.3
critical path, delay by kind of cell:
kind	cells	cell delay [ns]
AND-OR/OR-AND	3	0.54
buffers and inverters	5	2.67
multiplexers	1	0.60
AND/OR/NAND/NOR	2	1.00
cell usage after synthesis, types with 57 or more instances:
library cell,n
mux4_2,165
o22ai_1,57
a221oi_1,62
buf_2,102
clkbuf_1,166
mux2i_1,309
o21ai_0,135
nand2_1,298
a31oi_1,61
nor2b_1,66
nor2_1,160
o211ai_1,73
mux2_2,99
a211oi_1,130
a21oi_1,163
edfxtp_1,1024
inv_1,62
a22oi_1,57
worst max-delay path by stage:
stage	from	to	slack, ns
CTS	instruction_in[20]	op2[11]	16.65
global route	instruction_in[20]	op2[11]	16.47
finish	instruction_in[20]	op2[11]	16.62
cell type report:
class                           count  area share, %
Antenna cell                        2        0.00848
Multi-Input combinational cell   2279           31.3
Inverter                           72          0.475
Timing Repair Buffer              369           5.60
Clock buffer                      125           4.65
Tap cell                         2204           4.67
Clock inverter                     72           1.17
Sequential cell                  1024           52.1
report_power, final:
part	internal [mW]	leakage (nW)	switching, mW
sequential	1.33	9.25	0.00661
clock	0.629	1.67	0.470
combinational	0.112	8.54	0.186
per-layer routing:
| metal | track usage (%) | vias up |
|---|---|---|
| li1 | - | 15100 |
| met1 | 24.9 | 17300 |
| met2 | 33.1 | 2602 |
| met3 | 17.4 | 412 |
| met4 | 6.85 | 26 |
| met5 | 2.09 | - |
Power and IR drop assume default switching activity.
